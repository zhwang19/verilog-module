### /design/flow/run.sh
#!/bin/bash
# OpenROAD 26Q1-2900-gdf79404cd8, Yosys 0.63+post, stock flow scripts
make -C /OpenROAD-flow-scripts/flow DESIGN_CONFIG=/design/flow/config.mk WORK_HOME=/design/flow/orfs finish
### /design/flow/config.mk
export PLATFORM = sky130hd
export DESIGN_NAME = synch_fifo
export DESIGN_NICKNAME = synch_fifo
export VERILOG_FILES = /design/flow/design.v
export SDC_FILE = /design/flow/constraint.sdc
export NUM_CORES = 4
export LEC_CHECK = 1
export CORE_UTILIZATION = 40
### /design/flow/constraint.sdc
current_design synch_fifo

set clk_period 4.1
set clk_io_pct 0.2

create_clock -name clk0 -period $clk_period [get_ports {fifo_clk}]

set non_clock_inputs [all_inputs -no_clocks]
set_input_delay [expr $clk_period * $clk_io_pct] -clock clk0 $non_clock_inputs
set_output_delay [expr $clk_period * $clk_io_pct] -clock clk0 [all_outputs]
### /design/flow/design.v
module sram	#(
	parameter   PTR   =   4,
				WIDTH =   8,
				DEPTH =   16
	)
			(
	wrclk	,
	wren	,
	wrptr	,
	wrdata	,
	rdclk	,
	rden	,
	rdptr	,
	rddata	
	);
input						wrclk;
input						wren;
input	[PTR-1:0]			wrptr;
input	[WIDTH-1:0]			wrdata;
input						rdclk;
input						rden;
input	[PTR-1:0]			rdptr;
output	[WIDTH-1:0]			rddata;
reg		[WIDTH-1:0]			rddata;
reg		[WIDTH-1:0]			fifo	[DEPTH-1:0];
always @(posedge wrclk) begin
	if (wren)
		fifo[wrptr]   <=  wrdata;
end
always @(posedge rdclk) begin
	if (rden)
		rddata        <=  fifo[rdptr];
end
endmodule
module synch_fifo #(
	parameter   FIFO_PTR       =   4,
				FIFO_WIDTH     =   8,
				FIFO_DEPTH    =   16
	)
					(
	fifo_clk		,
	rst_n			,
	fifo_wren		,
	fifo_wrdata		,
	fifo_rden		,
	fifo_rddata		,
	fifo_full 		,
	fifo_empty 		,
	fifo_room_avail ,
	fifo_data_avail 
	);
input						fifo_clk;
input						rst_n;
input						fifo_wren;
input	[FIFO_WIDTH-1:0]	fifo_wrdata;
input						fifo_rden;
output	[FIFO_WIDTH-1:0]	fifo_rddata;
output						fifo_full;
output						fifo_empty;
output	[FIFO_PTR:0]		fifo_room_avail;
output	[FIFO_PTR:0]		fifo_data_avail;
localparam    FIFO_DEPTH_MINUS =   FIFO_DEPTH -   1;
reg		[FIFO_PTR-1:0]		wr_ptr,wr_ptr_nxt;
reg		[FIFO_PTR-1:0]		rd_ptr,rd_ptr_nxt;
reg		[FIFO_PTR:0]		num_entries,num_entries_nxt; 
reg							fifo_full,fifo_empty;
wire						fifo_full_nxt,fifo_empty_nxt;
always @(*) begin
	wr_ptr_nxt                 =   wr_ptr;
	if (fifo_wren) begin
		if (wr_ptr==FIFO_DEPTH_MINUS)
			wr_ptr_nxt         =   1'd0;
		else
			wr_ptr_nxt         =   wr_ptr  +   1'b1;
	end
end
always @(*) begin
	rd_ptr_nxt                 =   rd_ptr;
	if (fifo_rden) begin
		if (rd_ptr==FIFO_DEPTH_MINUS)
			rd_ptr_nxt         =   1'd0;
		else
			rd_ptr_nxt         =   rd_ptr  +   1'b1;
	end
end
always @(*) begin
	num_entries_nxt            =   num_entries;
	if (fifo_wren && fifo_rden)
		num_entries_nxt        =   num_entries;
	else if (fifo_wren)
		num_entries_nxt        =   num_entries     +   1'b1;
	else if (fifo_rden)
		num_entries_nxt        =   num_entries     -   1'b1;
end
assign fifo_full_nxt           =   (num_entries_nxt==FIFO_DEPTH);
assign fifo_empty_nxt          =   (num_entries_nxt==0);
assign fifo_data_avail         =   (num_entries);
assign fifo_room_avail         =   (FIFO_DEPTH-num_entries);
always @(posedge fifo_clk or negedge rst_n)  begin
	if (!rst_n) begin
		wr_ptr                 <=   1'd0;
		rd_ptr                 <=   1'd0;
		num_entries            <=   1'd0;
		fifo_full              <=   1'd0;
		fifo_empty             <=   1'd0;
	end
	else begin
		wr_ptr                 <=   wr_ptr_nxt;
		rd_ptr                 <=   rd_ptr_nxt;
		num_entries            <=   num_entries_nxt;
		fifo_full              <=   fifo_full_nxt;
		fifo_empty             <=   fifo_empty_nxt;
	end
end
sram 	#(
	.PTR 	(FIFO_PTR 	)	,
	.WIDTH 	(FIFO_WIDTH )	,
	.DEPTH 	(FIFO_DEPTH )	
	) ins_sram (
	.wrclk	(fifo_clk	)	,
	.wren	(fifo_wren	)	,
	.wrptr	(wr_ptr 	)	,
	.wrdata	(fifo_wrdata)	,
	.rdclk	(fifo_clk	)	,
	.rden	(fifo_rden	)	,
	.rdptr	(rd_ptr 	)	,
	.rddata	(fifo_rddata)	
	);
endmodule
==> summary.txt <==
Residual DRC: 0
Fill cells: 1181
AND-OR/OR-AND share of the synthesized area: 3.46%
Leak: 2.35 nW
clock latency on the worst-skew pair: 0.42 ns
first-pass GRT wire length: 17900 um
internal cell power: 3.29 mW
DP Area: 0.00653 mm^2
worst path arrival time: 1.99 ns
Critical Path RT: 3.28 ns
DRT met1 WL: 4520 um
count of tool warnings: 30
comb area leader: multiplexers
Root Driver: clkbuf_16
First-pass DRT Iterations: 19
P_sw: 1.20 mW
DRT iter0 DRCs: 234
total track usage: 16.9%
Setup Fix Bufs, Post-CTS: 0
setup repair after global routing missed its margin: false
Adder Share, Synth: 1.65%
Synth Seq Share: 73.4%
f_max: 0.356 GHz
CP Max Fanout: 9
cycle use final: 68.4%
WL met2: 5400 um
yosys stat area: 0.00607 mm^2
placed insts: 517
layout cells sized above 1: 12.9%
Hold WC Path Type: reg2reg
Via Count: 2952
CTS tree: built
Netlist cell types: 40
final setup vio count: 0
max_cap viols: 0
crit end category: output port
fin crit period: 2.81 ns
post-synthesis xor/xnor area fraction: 1.44%
CP Launch Type: flip-flop
Reg power frac: 46.2%
synthesized area per cell: 19.5 um^2
total die area: 0.0157 mm^2
hold buffer count at cts: 0
met3 wire len: 1290 um
CTS clk-pin slew, worst paths: 0.06 ns
CTS H-tree depth: 4
Longest Clk Path Bufs: 2
max layer used: met4
non-filler instance count after layout: 547
post-DP HPWL: 7200 um
status: completed
drt wl/cell: 20.8 um
Max VDD drop: 0.343 mV
die width: 125 um
Top cells excl fill/tap: edfxtp_1, clkdlybuf4s50_1, mux4_2, nand2_1
Syn Inst Count: 312
CTS Buf Count: 17
clock power share: 29.6%
Area growth, synth to finish: 15.7%
Reg2Reg Setup Slack: 1.57 ns
Synth Cell Area: 0.00607 mm^2
flops out of synthesis: 151
Hold Vio Cnt, Final: 0
Slew HR: 41.9%
CP Class: reg2out
Slew Limit Fails: 0
Multiplexer share: 13.0%
total gr overflow: 0
Commonest Layout Cell: edfxtp_1
yosys cell count: 312
setup TNS: 0 ns
Post-Synth Simple-Gate Area: 4.63%
Boundary Pins: 32
Power, Total: 4.50 mW
PwrDens: 640 mW/mm^2
DR vias/cell: 5.40
CTS sink cnt: 151
power share of the combinational group: 24.1%
floorplan core density: 41.3%
Design Area, Final: 0.00703 mm^2
Worst-Margin Slew: 0.869 ns
switch share: 26.8%
cell row count: 44
clock skew: 0.0127 ns
hold slack final: 0.547 ns
ant diodes: 0
post_cts resized: 0
yosys warning tally: 2
Die Y: 125 um
largest net degree at the start of global routing: 37
Final GP Congestion: 0.817
initial antenna violation count: 0
input/output buffers: 31
vias in the first global route: 3138
Total Wirelength: 11400 um
Antenna Violating Nets Remaining: 0
core area: 0.0147 mm^2
-- worst paths after layout --
kind | end | cells after the start | from
worst max register to register | ins_sram.rddata[6] | 4 | rd_ptr[0]
worst max-delay path | fifo_room_avail[4] | 5 | num_entries[0]
worst min-delay path | rd_ptr[3] | 1 | rd_ptr[3]
min in group asynchronous | wr_ptr[3] | 1 | rst_n
worst min register to register | rd_ptr[3] | 1 | rd_ptr[3]
max in group asynchronous | rd_ptr[0] | 1 | rst_n
-- area by class of cell --
type	count	area [um^2]	share of cell area, %
Timing Repair Buffer	37	355	5.06
Clock buffer	20	437	6.21
Clock inverter	10	63.8	0.908
Tap cell	184	230	3.28
Sequential cell	151	4460	63.5
Multi-Input combinational cell	141	1470	20.9
Inverter	4	15.0	0.214
-- cells in the mapped netlist, drive strengths merged --
| cell | instances | share of area, % |
|---|---|---|
| edfxtp | 136 | 67 |
| mux4 | 32 | 13 |
| nand2 | 20 | 1.2 |
| a22oi | 17 | 2.1 |
| nor2 | 17 | 1.1 |
| dfrtp | 15 | 6.2 |
| buf | 10 | 1.5 |
| xnor2 | 9 | 1.3 |
| ha | 8 | 1.6 |
| nor3 | 7 | 0.58 |
| o21ai | 5 | 0.41 |
| clkbuf | 4 | 0.41 |
| inv | 4 | 0.25 |
| a21oi | 2 | 0.16 |
| clkdlybuf4s25 | 2 | 0.33 |
| nand2b | 2 | 0.21 |
| nand3b | 2 | 0.25 |
| nand4 | 2 | 0.21 |
| nor2b | 2 | 0.21 |
| a21boi | 1 | 0.12 |
| a2bb2oi | 1 | 0.14 |
| a31o | 1 | 0.14 |
| a32oi | 1 | 0.14 |
| and2 | 1 | 0.10 |
| and2b | 1 | 0.12 |
| and3b | 1 | 0.14 |
| and4b | 1 | 0.16 |
| mux2 | 1 | 0.19 |
| mux2i | 1 | 0.16 |
| nand3 | 1 | 0.082 |
| nor3b | 1 | 0.12 |
| nor4bb | 1 | 0.16 |
| o21a | 1 | 0.12 |
| o22ai | 1 | 0.10 |
| xor2 | 1 | 0.14 |
-- flip-flops by register name, indices dropped and copies added (netlist names) --
register	cells
fifo_empty	1
ins_sram.fifo	128
rd_ptr	4
wr_ptr	4
fifo_full	1
ins_sram.rddata	8
num_entries	5
-- logic make-up (layout without fill, tap and decap cells) --
| logic type | Yosys count | in the layout |
|---|---|---|
| flip-flops | 151 | 151 |
| AND-OR/OR-AND | 30 | 30 |
| XOR/XNOR | 10 | 10 |
| AND/OR/NAND/NOR | 59 | 59 |
| adder cells (fa/ha/maj) | 8 | 8 |
| multiplexers | 34 | 34 |
| buffers and inverters | 20 | 71 |
-- worst max-delay path, stage by stage, from the launching register on --
cell	delay [ns]
dfrtp_1	0.50
inv_1	0.14
ha_1	0.26
nand2_1	0.09
xnor2_1	0.11
clkdlybuf4s50_1	0.47
-- per-stage QoR --
| stage | setup WS [ns] | utilization, % |
|---|---|---|
| after floorplan | 1.68 | - |
| after global placement | 1.18 | 44.4 |
| after detailed placement | 1.10 | 44.4 |
| after CTS | 1.26 | 47.8 |
| after global routing | 1.18 | 47.8 |
| final | 1.29 | 47.8 |
-- per-layer routing --
metal | up-vias | global-route usage [%]
met1 | 1481 | 24.2
met3 | 12 | 10.1
li1 | 1344 | -
met4 | 0 | 2.37
met5 | - | 0
met2 | 115 | 24.8
-- power groups by stage --
stage	Combinational [mW]	Sequential (mW)	Clock, mW
6_report	1.09	2.08	1.33
5_1_grt	1.20	2.11	1.42
4_1_cts	1.10	2.08	1.36
Power and IR drop assume default switching activity.
