==> flow/run.sh <==
#!/bin/bash
# OpenROAD 26Q1-2900-gdf79404cd8, Yosys 0.63+post, stock flow scripts
make -C /OpenROAD-flow-scripts/flow DESIGN_CONFIG=/design/flow/config.mk WORK_HOME=/design/flow/orfs finish
==> flow/constraint.sdc <==
current_design uart_top

set clk_period 2.0
set clk_io_pct 0.2

create_clock -name clk0 -period $clk_period [get_ports {sclk}]

set non_clock_inputs [all_inputs -no_clocks]
set_input_delay [expr $clk_period * $clk_io_pct] -clock clk0 $non_clock_inputs
set_output_delay [expr $clk_period * $clk_io_pct] -clock clk0 [all_outputs]
==> flow/design.v <==
module uart_rx(
	sclk,
	rst_n,
	rx,
	rx_data,
	po_flag
	);
	input						sclk;
	input						rst_n;
	input						rx;
	output	reg		[ 7:0]		rx_data;
	output	reg					po_flag;
	localparam  BAUD_MAX =   50;
	localparam  BAUD_MID =   BAUD_MAX/2 - 1;
	localparam  BIT_MAX  =   8;
	reg							rx1,rx2,rx3;
	reg							rx_flag;
	reg							bit_flag;
	reg				[12:0]		baud_cnt;
	reg				[ 3:0]		bit_cnt;
	wire						neg_flag;
	always @(posedge sclk or negedge rst_n)  begin
		if (!rst_n) begin
			rx1          <=  1'b1;
			rx2          <=  1'b1;
			rx3          <=  1'b1;
		end
		else begin
			rx1          <=  rx;
			rx2          <=  rx1;
			rx3          <=  rx2;
		end
	end
	assign neg_flag      =  ~rx2 & rx3;
	always @(posedge sclk or negedge rst_n)  begin
		if (!rst_n)
			rx_flag      <=  1'b0;
		else if (neg_flag)
			rx_flag      <=  1'b1;
		else if (baud_cnt==BAUD_MAX && bit_cnt==0)
			rx_flag      <=  1'b0;
	end
	always @(posedge sclk or negedge rst_n)  begin
		if (!rst_n)
			baud_cnt     <=  0;
		else if (rx_flag && baud_cnt==BAUD_MAX)
			baud_cnt     <=  0;
		else if (rx_flag)
			baud_cnt     <=  baud_cnt    +   1'b1;
		else
			baud_cnt     <=  0;
	end
	always @(posedge sclk or negedge rst_n)  begin
		if (!rst_n)
			bit_flag     <=  1'b0;
		else if(baud_cnt==BAUD_MID)
			bit_flag     <=  1'b1;
		else
			bit_flag     <=  1'b0;
	end
	always @(posedge sclk or negedge rst_n)  begin
		if (!rst_n)
			bit_cnt      <=  0;
		else if (bit_flag && bit_cnt==BIT_MAX)
			bit_cnt      <=  0;
		else if (bit_flag)
			bit_cnt      <=  bit_cnt     +   1'b1;
	end
	always @(posedge sclk or negedge rst_n)  begin
		if (!rst_n)
			rx_data      <=  8'b0;
		else if (bit_flag)
			rx_data      <=  {rx2, rx_data[7:1]};
	end
	always @(posedge sclk or negedge rst_n)  begin
		if (!rst_n)
			po_flag      <=  1'b0;
		else if (bit_cnt==BIT_MAX && bit_flag)
			po_flag      <=  1'b1;
		else
			po_flag      <=  1'b0;
	end
endmodule
module uart_top(
	sclk,
	rst_n,
	tx_trig,
	tx_data,
	rx_data,
	po_flag
	);
	input				sclk;
	input				rst_n;
	input				tx_trig;
	input	[ 7:0]		tx_data;
	output	[ 7:0]		rx_data;
	output				po_flag;
	wire				tx,rx;
	uart_tx ins_uart_tx (
		.sclk(sclk),
		.rst_n(rst_n),
		.tx_trig(tx_trig),
		.tx_data(tx_data),
		.tx(tx)
		);
	assign 	rx 	= 	tx;
	uart_rx ins_uart_rx (
		.sclk(sclk),
		.rst_n(rst_n),
		.rx(rx),
		.rx_data(rx_data),
		.po_flag(po_flag)
		);
endmodule
 module uart_tx(
 	sclk,
 	rst_n,
 	tx_trig,
 	tx_data,
 	tx
 	);
 	input					sclk;
 	input					rst_n;
 	input					tx_trig;
 	input		[ 7:0]		tx_data;
 	output	reg				tx;
	localparam  BAUD_MAX =   50;
	localparam  BIT_MAX  =   8;
	reg			[ 7:0]		tx_data_r;
	reg						tx_flag;
	reg			[12:0]		baud_cnt;
	reg			[ 3:0]		bit_cnt;
	reg						bit_flag;
	always @(posedge sclk or negedge rst_n)  begin
		if (!rst_n)
			tx_data_r    <=  0;
		else if (tx_trig && !tx_flag)
			tx_data_r    <=  tx_data;
	end
	always @(posedge sclk or negedge rst_n)  begin
		if (!rst_n)
			tx_flag      <=  1'b0;
		else if (tx_trig)
			tx_flag      <=  1'b1;
		else if (bit_flag && bit_cnt==BIT_MAX)
			tx_flag      <=  1'b0;
	end
	always @(posedge sclk or negedge rst_n)  begin
		if (!rst_n)
			baud_cnt     <=  0;
		else if (tx_flag && baud_cnt==BAUD_MAX)
			baud_cnt     <=  0;
		else if (tx_flag)
			baud_cnt     <=  baud_cnt    +   1'b1;
		else
			baud_cnt     <=  0;
	end
	always @(posedge sclk or negedge rst_n)  begin
		if (!rst_n)
			bit_flag     <=  0;
		else if (baud_cnt==BAUD_MAX)
			bit_flag     <=  1'b1;
		else
			bit_flag     <=  1'b0;
	end
	always @(posedge sclk or negedge rst_n)  begin
		if (!rst_n)
			bit_cnt      <=  0;
		else if (bit_flag && bit_cnt==BIT_MAX)
			bit_cnt      <=  0;
		else if (bit_flag)
			bit_cnt      <=  bit_cnt +   1'b1;
	end
	always @(posedge sclk or negedge rst_n)  begin
		if (!rst_n)
			tx           <=  1'b1;
		else if (tx_flag) begin  
			tx           <=  1'b1;
			case(bit_cnt)
				0:  tx   <=  1'b0;
				1:  tx   <=  tx_data_r[0];
				2:  tx   <=  tx_data_r[1];
				3:  tx   <=  tx_data_r[2];
				4:  tx   <=  tx_data_r[3];
				5:  tx   <=  tx_data_r[4];
				6:  tx   <=  tx_data_r[5];
				7:  tx   <=  tx_data_r[6];
				8:  tx   <=  tx_data_r[7];
			endcase
		end
		else
			tx           <=  1'b1;
	end
 endmodule
==> flow/config.mk <==
export PLATFORM = sky130hd
export DESIGN_NAME = uart_top
export DESIGN_NICKNAME = uart_top
export VERILOG_FILES = /design/flow/design.v
export SDC_FILE = /design/flow/constraint.sdc
export NUM_CORES = 4
export LEC_CHECK = 1
export CORE_UTILIZATION = 30
==> results.txt <==
Results of the full flow below.

Run status:
- The run finished with clean final reports.

Logic synthesis:
- The run gives the number of warnings issued by yosys as 2.
- The run gives the async set-or-reset flop fraction in the synthesized netlist as 100%.
- The run gives the flip-flop and latch count after synthesis as slightly below 60.
- Each instance of the synthesized netlist takes up on average 11.2 um2.
- The run gives the synthesized netlist cell count as 250.
- The synthesized netlist was found by Yosys to have 250 cells.
- The post-synth count of flops with an enable pin is 0.
- The synthesized netlist has a Yosys-reported chip area of 2790 um2.
- The run puts the cell area after technology mapping at around 2800 um2.
- The synthesis report names the predominant flop master as dfrtp_1.
- The run gives the register area share after synthesis as a little over half.
- The run gives the number of distinct library cells after synthesis as 41.

Place:
- After legalization and detailed placement, the total HPWL measured 2.96 mm.
- Summing all placed instances gives a cell area of 3090 um2.
- After its last routability iteration, the placer logged a weighted congestion of 0.779.
- Input and output buffers added on the ports amount to 19.
- The run puts the total instance count after detailed placement at 371.

Flow run:
- The run puts the total tool warning count at 32.
- The report counts max-capacitance violations totalling 0.

CTS:
- TritonCTS built the clock tree.
- The run gives the number of sinks driven by the clock tree as 59.
- The run puts the post-CTS clock slew at the launch and capture registers of the worst setup and hold paths at 0.06 ns.
- The run puts the number of buffers inserted during clock tree synthesis at 9.
- In this run, post-CTS repair resized a total of 0 instances.
- The run gives the post-CTS setup buffer count as 0.
- The run gives the cell at the root of the clock tree as clkbuf_8.
- The run puts the buffer levels on the longest clock path at 2.
- The run puts the insertion delay at the late pin of the worst-skew pair at approximately 0.33 ns.
- The run puts the post-cts hold-fix buffer tally at 0.
- The run gives the H-tree depth reported by CTS as 3.

Worst setup path:
- Along the worst path, the maximum fanout reaches 3.
- Per STA, the worst path accumulates the most delay in the family buffers and inverters.
- The run puts the worst path required time at 1.60 ns.
- The run gives the end point of the critical path as rx_data[7].
- The run gives the flop-to-flop setup slack as 0.46 ns.
- The largest individual stage delay along the critical path comes from the cell clkdlybuf4s50_1.
- Counting cells, the worst reg-to-reg path comes to 4.
- Counting both buffers and inverters, the worst setup path holds a total of 1.
- The run gives the type of the setup path with the least slack as flop to output port.
- The worst setup path is launched from a flop.
- The capture point of the worst register-to-register path is recorded as ins_uart_rx.baud_cnt[9].
- The worst setup path is captured at an output port.
- The signal on the critical path passes through clkdlybuf4s50_1.
- The run puts the total number of cells along the worst setup path at 1.
- STA puts the critical path data arrival time at 1.16 ns.
- OpenSTA lists the critical path startpoint as ins_uart_rx.rx_data[7].
- The run puts the longest individual stage delay on the worst path at about 0.47 ns.
- In this run the critical register-to-register path is launched from ins_uart_rx.baud_cnt[6].

Route:
- The first detailed-routing pass ran for 4 iterations.
- The script logs the mean routed wire length per placed instance as between 10 and 15 um.
- The run gives the diode insertion count for antenna repair as 0.
- The final layout contains routed wiring with a total length of approximately 4.5 mm.
- The detailed router finished its first iteration with 64 violations.
- The count of nets left with antenna violations once routing finished came out at 0.
- The run gives the detailed-route vias per instance as 4.67.
- The run gives the detailed-route DRC error count as 0.
- The run puts the total via count after detailed routing at 1,803.

Pwr:
- The run gives the logic gate share of total power as around a fifth.
- The run gives the power density over the cells as roughly 980 nW/um2.
- The switching portion of total power comes to 30.5%.
- The flow reports that the clock network draws 30.1% of the design power.
- The run puts the internal cell power at 0.00223 W.
- The run puts the total leakage power at ~1.4 nW.
- The run puts the maximum vdd drop at 0.000636 V.
- The run gives the switching component of the power as 0.000976 W.
- Looking at the power breakdown, sequential logic takes 50.9% of the total.

Global route:
- The run gives the overall track demand over capacity in global routing as between 10% and 20%.
- The run puts the via count of the first global-routing pass at about 1,700.
- The run puts the largest net degree at the start of global routing at just over 40.
- The run puts the initial antenna violation count at 0.
- The run gives the overall overflow remaining after global route as 0.
- The first global-routing pass estimated 8.12 mm of wire.

Layout:
- The run puts the combinational gate area at 1220 um2.
- The run gives the area of all placed cells without fillers as 3270 um2.
- The run puts the fraction of final layout cells with drive strength greater than 1 at approximately 17%.
- The run puts the area overhead of the layout relative to synthesis at 17.1%.
- The post-route utilization of the core is recorded as between 30% and 40%.
- The run gives the fill cell total of the finished layout as roughly 850.
- The finished layout holds 386 standard cells, fillers aside.
- The run puts the area occupied by registers at between 1000 and 1500 um2.

Floorplanning:
- The floorplan step set the die width to ~100 um.
- The run gives the cell row count as 34.
- The run gives the I/O pin count as 20.
- The run puts the area of the core region at 8850 um2.
- The run puts the initial cell density of the core at 31.6%.
- The run puts the area of the die at 9700 um2.
- The run gives the floorplan die height as 98.5 um.

Timing:
- The run gives the achievable clock frequency as 641 MHz.
- The run puts the actual slew at the worst max-slew pin at 0.531 ns.
- Setup repair after global routing left no endpoint under its margin.
- The run puts the shortest clock period the worst path allows after layout at 1.56 ns.
- For reference, the final report shows the max-slew violation count at 0.
- The run gives the count of endpoints failing hold in the final timing report as 0.
- The run gives the final setup violation count as 0.
- The run puts the worst hold slack across all endpoints at 0.0172 ns.
- The run puts the share of the clock period used by the worst path after layout at 78.0%.
- The clock arrives with 0.00556 ns of skew.
- Checking max transition, the worst relative margin is 64.6%.
- The run puts the total negative slack at 0 ns.

Worst hold path:
- Note that the worst hold path type here is input pin to async pin.
## how the worst min path moves through the flow
stage	from	to	slack [ns]	cells past startpoint
global route	rst_n	ins_uart_rx.rx_data[1]	0.03	1
CTS	rst_n	ins_uart_rx.rx_data[0]	0.02	1
finish	rst_n	ins_uart_rx.rx_data[1]	0.02	1
## kinds of logic (layout without fill, tap and decap cells)
kind of cell	count (synthesis)	after routing	share of synthesized area [%]
compound gates	20	20	4.79
mux	18	18	7.21
buf+inv	19	47	3.23
simple gates	100	100	19.6
fa+ha+maj	11	11	4.93
xor+xnor	23	23	7.21
flops	59	59	53.0
## stage by stage
step | power [W] | setup slack, ns
after global placement | 0.00225 | 0.355
after detailed placement | 0.00226 | 0.338
after CTS | 0.00325 | 0.410
after global routing | 0.00344 | 0.350
final | 0.00320 | 0.441
after floorplan | 0.00210 | 0.611
## cell usage after synthesis (3+ instances only)
cell | instances | area, um2
buf_2 | 3 | 15.0
clkbuf_1 | 3 | 11.3
dfrtp_1 | 55 | 1380
dfstp_2 | 4 | 105
ha_1 | 11 | 138
inv_1 | 11 | 41.3
mux2_2 | 17 | 191
nand2_1 | 22 | 82.6
nand2b_1 | 3 | 18.8
nand3_1 | 10 | 50.1
nand4_1 | 4 | 25.0
nor2_1 | 32 | 120
nor3_1 | 7 | 35.0
nor4_1 | 3 | 18.8
o21ai_0 | 12 | 60.1
xnor2_1 | 14 | 123
xor2_1 | 9 | 78.8
## layout by cell type, fill, tap and decap left out, types with 11 or more instances in the layout
cell / Yosys / layout
dfrtp_1: 55 / 55
nor2_1: 32 / 32
nand2_1: 22 / 22
clkdlybuf4s50_1: 0 / 18
mux2_2: 17 / 17
xnor2_1: 14 / 14
o21ai_0: 12 / 12
clkbuf_8: 0 / 12
inv_1: 11 / 11
ha_1: 11 / 11
## layout make-up
type / instances / area share (%)
Timing Repair Buffer: 21 / 6.50
Inverter: 11 / 1.26
Clock inverter: 2 / 0.306
Sequential cell: 59 / 45.3
Clock buffer: 13 / 5.16
Tap cell: 108 / 4.13
Multi-Input combinational cell: 172 / 37.3
## sequential cells by signal, indices dropped and copies added, names as in the netlist
| register | flops |
|---|---|
| ins_uart_rx.rx_data | 8 |
| ins_uart_rx.rx1 | 1 |
| ins_uart_tx.bit_cnt | 4 |
| ins_uart_rx.rx2 | 1 |
| ins_uart_rx.bit_cnt | 4 |
| ins_uart_tx.tx_data_r | 8 |
| ins_uart_tx.tx_flag | 1 |
| ins_uart_rx.rx_flag | 1 |
| ins_uart_rx.rx3 | 1 |
| ins_uart_tx.baud_cnt | 13 |
| ins_uart_tx.bit_flag | 1 |
| ins_uart_rx.po_flag | 1 |
| ins_uart_rx.baud_cnt | 13 |
| ins_uart_tx.tx | 1 |
| ins_uart_rx.bit_flag | 1 |
## power by group through the flow
stage	Clock, W	Combinational [W]	Sequential (W)
6_report	0.000963	0.000611	0.00163
5_1_grt	0.00107	0.000705	0.00167
4_1_cts	0.00101	0.000619	0.00163
## metal layers
| layer | wire length [um] | vias up | share of wire [%] | GRT usage, % |
|---|---|---|---|---|
| li1 | - | 903 | - | - |
| met1 | 2250 | 872 | 51 | 15.8 |
| met2 | 1960 | 22 | 44 | 16.0 |
| met3 | 184 | 6 | 4.1 | 3.46 |
| met4 | 65 | 0 | 1.5 | 1.26 |
| met5 | 0 | - | 0 | 0 |
Power figures rest on the tool's default switching activity, not on a simulated workload.
