--- flow/design.v ---
module sequence_mul(
	clk						,
	en 						,
	a 						,
	b 						,
	z						,
	z_flag					
	);
	input							clk;
	input							en;							
	input		[ 7:0]				a;							 
	input		[ 7:0]				b;							 
	output		[15:0]				z;
	output							z_flag;						 
	localparam      IDLE              =   0;
	localparam      S1                =   1;
	localparam      S2                =   2;
	localparam      S3                =   3;
	reg			[ 7:0]				b_shr;						 
	reg 		[15:0]				a_shl;						 
	reg 		[15:0]				z_out;						
	reg         [ 2:0]              state;
	reg  		[ 3:0]				cnt;						 
	always @(posedge clk) begin
		if (!en)
			state                     <=  IDLE;
		else begin
			case(state)
				IDLE:
					state             <=  S1;
				S1: begin
						state         <=  S2;
						a_shl         <=  {{8{a[7]}}, a};        
						z_out         <=  0;
						cnt           <=  0;
						b_shr         <=  b;
					end
				S2: begin
						if (cnt==7)
							state     <=  S3;
						else begin
							if (b_shr[0])
								z_out <=  z_out + a_shl;         
							b_shr     <=  b_shr>>1;
							a_shl     <=  a_shl<<1;
							cnt       <=  cnt +   1'b1;
						end
					end
				S3:
					state             <=  S1;
			endcase
		end
	end
	assign z                          = (state==S3)? z_out : 0;
	assign z_flag                     = (state==S3) ? 1'b1 : 1'b0;
endmodule
--- flow/run.sh ---
#!/bin/bash
# OpenROAD 26Q1-2900-gdf79404cd8, Yosys 0.63+post, stock flow scripts
make -C /OpenROAD-flow-scripts/flow DESIGN_CONFIG=/design/flow/config.mk WORK_HOME=/design/flow/orfs finish
--- flow/config.mk ---
export PLATFORM = sky130hd
export DESIGN_NAME = sequence_mul
export DESIGN_NICKNAME = sequence_mul
export VERILOG_FILES = /design/flow/design.v
export SDC_FILE = /design/flow/constraint.sdc
export NUM_CORES = 4
export LEC_CHECK = 1
export CORE_UTILIZATION = 40
--- flow/constraint.sdc ---
current_design sequence_mul

set clk_period 6.9
set clk_io_pct 0.2

create_clock -name clk0 -period $clk_period [get_ports {clk}]

set non_clock_inputs [all_inputs -no_clocks]
set_input_delay [expr $clk_period * $clk_io_pct] -clock clk0 $non_clock_inputs
set_output_delay [expr $clk_period * $clk_io_pct] -clock clk0 [all_outputs]
==> run summary <==
Status of the implementation.

- The run finished with clean final reports.
- Per the final timing report, the hold violations number 0.
- The worst reg-to-reg path cell count is 7, for reference.
- The weighted congestion at the end of routability-driven global placement is 0.778, for reference.
- Averaged over all synthesized cells, the footprint is 11.7 um2.
- Per the OpenROAD floorplan log, the height of the die is roughly 84 um.
- The normalized max-slew margin is 49.5%, for reference.
- The setup-violating endpoint count in the final report is 0, for reference.
- The area growth from synthesis to layout is 21.5%, for reference.
- The post-cts gate resize count is 0, for reference.
- After clock tree synthesis, the clock-pin slew on the worst setup and hold paths is 0.09 ns.
- The flow reports an fmax of around 330 MHz.
- The gate count of the mapped netlist is 228, for reference.
- The clock tree has to reach 48 sinks.
- Of the synthesized area, sequential elements account for between 50% and 60%.
- The full die area is 0.00697 mm2, for reference.
- The launch point of the worst path is state[3], for reference.
- For this block, the initial DRC count from the detailed router was 80.
- The synthesized design contains 44 enable-type register cells.
- The number of buffers added to fix hold violations after cts is 0, for reference.
- The share of the core filled by cells before placement is approximately two fifths, for reference.
- For the pin with the worst max-slew slack, the measured transition is 0.757 ns.
- The most congested layer reported by global routing is met1, for reference.
- The largest buffer count on any clock path is 2, for reference.
- The iteration tally of the first detailed-router pass is 4, for reference.
- The initial antenna violation count is 0, for reference.
- In the Yosys stats the netlist draws on 42 distinct library cells.
- The number of global-route vias before repair came to 1747.
- TritonCTS built the clock tree.
- The max-cap violation count is 0, for reference.
- The skew report gives the latency at the later pin of the worst-skew pair as 0.30 ns.
- The number of standard cells reported by yosys is 228, for reference.
- During placement, the flow inserted port buffers numbering 34.
- The final standard cell utilization of the core is just over 50%, for reference.
- The OpenROAD report gives the critical path a data arrival time of 1.67 ns.
- Antenna repair during routing inserted a diode count of 0.
- The stage logs contain a warning count of 25.
- Per the synth log, the flip-flop and latch total comes to 48.
- The CTS root buffer is clkbuf_8, for reference.
- In the layout the commonest cells are edfxtp_1, clkdlybuf4s50_1, nand2_1.
- The total track usage is 15.3%, for reference.
- The beginning of the worst register-to-register path is a_shl[0], for reference.
- The met3 global-route usage is 3.01%, for reference.
- The leading cell type in the layout, fill and taps excluded is edfxtp_1, for reference.
- For this design the ratio of total power to cell area is 207 mW/mm2.
- The remaining number of nets flagged by the antenna check after routing is 0, for reference.
- Once the clock tree was built, the setup fixing pass inserted 0 buffers.
- The routed layout has between 1500 and 2000 vias.
- The critical path is of the flip-flop to primary output type.
- In this run the static leakage power is 1.22 nW.
- In the final layout, the share of cells above drive strength 1 is 12.7%.
- In this run the VDD rail shows a maximum IR drop of between 0.00015 and 0.0002 V.
- The largest clock skew in the final design is 0.00703 ns, for reference.
- The cell area after synthesis is 0.00266 mm2, for reference.
- met1 track demand over resource after global routing is 25.3%.
- Counting the warning lines in the Yosys log gives 1.
- According to the I/O placement log, the pin count is 35.
- The synthesized chip area reported by yosys is 0.00266 mm2, for reference.
- The final period utilization is 44.1%, for reference.
- The report shows a maximum critical-path fanout of 18.
- The floorplan step defined a core boundary enclosing around 0.0064 mm2.
- The final routed wirelength across all metal layers is 4.84 mm, for reference.
- Entering global routing, the biggest net connects 29 pins.
- Setup repair after global routing left no endpoint under its margin.
- The sequential cell area is 0.00140 mm2, for reference.
- The area of combinational cells with multiple inputs is 0.00123 mm2, for reference.
- The nature of the critical path startpoint is a flip-flop, for reference.
- In this run the core area contains 29 standard-cell rows.
- Yosys reported that registers with async set or reset make up 0%.
- The wire-length estimate of the detail-placed layout is 3.34 mm.
- The maximum level of the CTS H-tree is 2, for reference.
- The met2 track utilization from global routing is 23.5%, for reference.
- The design draws 0.669 mW.
- Per the detail_route report, routed wire per instance is between 10 and 15 um.
- For this run the aggregate overflow at the end of global routing stands at 0.
- The endpoint type of the worst setup path is a primary output, for reference.
- The count of pins over their slew limit is 0, for reference.
- The routed layout reports a DRC error count of 0.
- The main flop type is edfxtp_1, for reference.
- The floorplan die width is 83.5 um, for reference.
- After routing, the total negative slack on setup checks comes to 0 ns.
- The last element of the critical path is z[13], for reference.
- The post-detailed-route via-to-cell ratio is slightly above 5, for reference.
- The worst flop-to-flop path endpoint is z_out[14], for reference.
- The worst path required time is 5.52 ns, for reference.
- The worst min-delay path category is flip-flop to flip-flop, for reference.
- Setup slack on the worst reg-to-reg path comes out at 4.47 ns.
- The clock period minus worst slack is 3.05 ns, for reference.
- In the final layout, the fill cell count is 575.
- The first global-routing pass estimated 8.18 mm of wire.
- Clock tree synthesis inserted a total of 5 buffers.
==> Yosys cell counts, types with 2 or more instances <==
library cell | count | area share [%]
nand2b_1 | 3 | 0.71
nor2b_1 | 2 | 0.47
buf_1 | 2 | 0.28
xor2_1 | 6 | 2.0
or2_2 | 2 | 0.47
clkbuf_1 | 4 | 0.56
dfxtp_1 | 4 | 3.0
mux2_2 | 13 | 5.5
and2_1 | 20 | 4.7
o21a_1 | 2 | 0.56
mux2i_1 | 4 | 1.5
ha_1 | 16 | 7.5
xnor2_1 | 4 | 1.3
edfxtp_1 | 44 | 50
o211ai_1 | 5 | 1.4
o21ai_0 | 5 | 0.94
nand3_1 | 3 | 0.56
nor2_1 | 17 | 2.4
and3_1 | 2 | 0.47
nand4_1 | 2 | 0.47
inv_1 | 3 | 0.42
a21o_1 | 5 | 1.4
a21oi_1 | 12 | 2.3
a211oi_1 | 2 | 0.56
nand2_1 | 29 | 4.1
==> flip-flops by register name, indices dropped and copies added (netlist names) <==
name / cells
z_out: 16
b_shr: 8
a_shl: 16
cnt: 4
state: 4
==> area by class of cell <==
class	count	area share, %
Sequential cell	48	43.4
Multi-Input combinational cell	171	38.3
Timing Repair Buffer	37	11.2
Tap cell	77	2.98
Clock buffer	6	2.56
Clock inverter	2	1.20
Inverter	3	0.349
==> metal layers <==
layer | share of wire [%] | wire (um)
met4 | 0.64 | 31
met5 | 0 | 0
met3 | 4.5 | 216
met1 | 50 | 2410
met2 | 45 | 2180
==> report_power, final <==
part           switching [mW]  leakage [nW]  internal [mW]
sequential            0.00759         0.448          0.338
clock                  0.0985        0.0614          0.119
combinational          0.0564         0.711         0.0494
total                   0.163          1.22          0.506
==> through the flow <==
stage,area [um2],worst slack (ns),hold WS [ns],std cells
3_5_place_dp,3110,3.71,0.430,336
4_1_cts,3230,3.76,0.457,344
3_3_place_gp,3110,3.74,0.440,336
6_report,3230,3.85,0.455,344
5_1_grt,3230,3.66,0.482,344
2_1_floorplan,2660,2.30,0.411,228
==> cell families (layout without fill, tap and decap cells) <==
logic type,after synthesis,after routing,share of synthesized area [%]
DFF,48,48,52.7
adders and majority gates,17,17,8.29
and+or+nand+nor,86,86,16.3
xor gates and xnor gates,10,10,3.30
AOI/OAI and AO/OA,41,41,11.1
muxes,17,17,7.02
buffers and inverters,9,48,1.27
==> critical path, cell delays in order, from the launching register on <==
cell and delay, ns:
dfxtp_1 0.67, and2_1 0.21, clkdlybuf4s50_1 0.48
==> worst min-delay path by stage <==
stage        start  endpoint  slack, ns  cells after the start
5_1_grt   state[0]  state[2]       0.48                      2
6_report  state[0]  state[2]       0.45                      2
4_1_cts   state[0]  state[2]       0.46                      2
No activity file was given, so power comes from the tool's default toggle rates.
